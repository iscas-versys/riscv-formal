$ cat design.v
module rvfi_bus_util_fifo_stage #(
	parameter WIDTH = 8
) (
	input clock,
	input reset,
	input              in_valid,
	output             in_ready,
	input  [WIDTH-1:0] in_data,
	output             out_valid,
	input              out_ready,
	output [WIDTH-1:0] out_data
);
	reg [WIDTH-1:0] buffered;
	reg buffer_valid;
	wire in_txn = in_valid && in_ready;
	wire out_txn = out_valid && out_ready;
	assign out_data = buffer_valid ? buffered : in_data;
	assign in_ready = out_ready || !buffer_valid;
	assign out_valid = in_valid || buffer_valid;
	always @(posedge clock) begin
		if (reset) begin
			buffer_valid <= 0;
		end else begin
			if (in_txn != out_txn)
				buffer_valid <= in_txn;
		end
		if (in_txn)
			buffered <= in_data;
	end
endmodule
module rvfi_bus_util_fifo #(
	parameter WIDTH = 8,
	parameter DEPTH = 3
) (
	input clock,
	input reset,
	input              in_valid,
	output             in_ready,
	input  [WIDTH-1:0] in_data,
	output             out_valid,
	input              out_ready,
	output [WIDTH-1:0] out_data
);
	wire [WIDTH-1:0] stage_data [0:DEPTH];
	wire [DEPTH:0] stage_valid;
	wire [DEPTH:0] stage_ready;
	genvar i;
	generate for (i = 0; i < DEPTH; i = i + 1) begin
		rvfi_bus_util_fifo_stage #(.WIDTH(WIDTH)) stage (
			.clock(clock),
			.reset(reset),
			.in_data(stage_data[i]),
			.out_data(stage_data[i+1]),
			.in_valid(stage_valid[i]),
			.out_valid(stage_valid[i+1]),
			.in_ready(stage_ready[i]),
			.out_ready(stage_ready[i+1])
		);
	end endgenerate
	assign stage_valid[0] = in_valid;
	assign stage_data[0] = in_data;
	assign in_ready = stage_ready[0];
	assign out_valid = stage_valid[DEPTH];
	assign stage_ready[DEPTH] = out_ready;
	assign out_data = stage_data[DEPTH];
endmodule
$ cat run.sh
#!/bin/bash
# OpenROAD 26Q1-2900-gdf79404cd8, Yosys 0.63+post, stock flow scripts
make -C /OpenROAD-flow-scripts/flow DESIGN_CONFIG=/design/flow/config.mk WORK_HOME=/design/flow/orfs finish
$ cat config.mk
export PLATFORM = sky130hd
export DESIGN_NAME = rvfi_bus_util_fifo
export DESIGN_NICKNAME = rvfi_bus_util_fifo
export VERILOG_FILES = /design/flow/design.v
export SDC_FILE = /design/flow/constraint.sdc
export NUM_CORES = 4
export LEC_CHECK = 1
export CORE_UTILIZATION = 30
$ cat constraint.sdc
current_design rvfi_bus_util_fifo

set clk_period 2.2
set clk_io_pct 0.2

create_clock -name clk0 -period $clk_period [get_ports {clock}]

set non_clock_inputs [all_inputs -no_clocks]
set_input_delay [expr $clk_period * $clk_io_pct] -clock clk0 $non_clock_inputs
set_output_delay [expr $clk_period * $clk_io_pct] -clock clk0 [all_outputs]
==> deck_impl_summary.md <==
Synthesis and Place & Route Summary

Clocking
  • CTS tree: done
  • CTS Hold Buffers Added: 0
  • Clock buffer count from CTS: 3
  • Worst-case clock buffer depth: 2
  • CTS H-Tree Depth: 1
  • CTS Root Buffer Type: clkbuf_8
  • Clk slew on worst S/H paths: 0.09 ns
  • Clock sinks: 27
  • Latency at later pin: 0.27 ns

Setup path
  • CP endpoint kind: primary output
  • Slowest-stage cell, CP: dfxtp_4
  • Worst path top cell family by delay: multiplexers
  • CP bufs+invs: 3
  • Worst-path cell chain: buf_12 -> buf_6 -> mux2_4 -> mux2_4 -> mux2_4 -> buf_2
  • Largest stage delay, worst path: 0.36 ns
  • Worst setup SP type: flip-flop
  • Critical Path Most Common Cell: mux2_4
  • Crit-path max FO: 5
  • Crit path DRT: roughly 1.8 ns
  • Critical Setup Path Class: reg -> out
  • Data arrival time of the worst path: roughly 1.8 ns

STA
  • Setup TNS: -0.1999 ns
  • Tcrit/Tclk final: 101.8%
  • Fmax achieved: approximately 0.45 GHz
  • Hold Vio Cnt, Final: 0
  • Worst Skew: roughly 0.0026 ns
  • Final min period: 2.240 ns
  • Count of final max-slew check failures: 0
  • Slew HR: 44.36%
  • RSZ-0062 raised after global routing: true
  • Final Setup Violations: 6
  • Worst Tran Pin Value: 0.8346 ns
  • Final worst-path setup slack: -0.03989 ns
  • Hold_ws: 0.4895 ns

GRT
  • Initial antenna violation count: 0
  • Number of global-route vias before repair: between 700 and 800
  • Pin count of the biggest net entering global routing: 17
  • Global route overflow: 0
  • First-pass GRT wire length: 3.553 mm
  • Total track usage: between 10% and 20%

Synth
  • Yosys stat chip area: between 0.001 and 0.0015 sq mm
  • Distinct lib cells: 17
  • Yosys warnings: 2
  • Mapped cell area: 0.001207 sq mm
  • Synth Instances: 72
  • Area share, top type: 59.69%
  • FF+latch count, synth: 27
  • Main area contributors: edfxtp_1 (60%), mux2_4 (15%), mux2_2 (11%)
  • Cell total in the yosys stat output: between 70 and 80
  • Synth Seq Share: 64.66%
  • Post-Syn Area per Cell: around 17 sq um
  • Post-synth top area cell: edfxtp_1

Route
  • Initial DRT Pass Iterations: 4
  • Ant. Diodes: 0
  • Via count: 696
  • Routed WL: roughly 2 mm
  • Initial DRC count: 12
  • DRC violation count after routing: 0
  • DRT antenna net count: 0
  • Avg WL per Cell: roughly 13 microns
  • Drt via density: 4.433

Final layout
  • Layout cells sized above 1: about half
  • Most frequent cells in the layout: mux2_4 (24), edfxtp_1 (24), dlygate4sd2_1 (8), buf_4 (7), buf_6 (7)
  • Logic cell area: 452.9 sq um
  • Filler cell count: about 320
  • Register Area: 785.8 sq um
  • Area Growth Syn to Fin: 38.03%

Floorplanning
  • I/O pins: 22
  • Fp util: 32.02%
  • Die width: 65.44 microns
  • Core area: between 0.003 and 0.004 sq mm
  • Full die area: between 0.004 and 0.005 sq mm
  • FP Rows: 22
  • Die y size: around 65 microns

Status
  • Failing checks: setup timing
  • Status: finished with violations

Run
  • MaxCap Viol Count: 0
  • Tool warnings: 27

Pwr
  • Worst VDD drop: between 0.5 and 0.6 mV
  • PwrDens: 603.2 mW/mm^2
  • Pleak: between 0.0006 and 0.0007 uW

Placed design
  • Number of port buffers: 21
  • Gpl congestion: 0.7842
  • DP Worst Slack: -0.3294 ns
  • HPWL Detailed: 1.335 mm

Hold path
  • Worst Hold Class: in -> reg
==> final timing paths <==
check	endpoint	start	slack, ns	depth (start not counted)
max reg2reg	genblk1[2].stage.buffered[7]	genblk1[0].stage.buffer_valid	0.45	5
min	genblk1[0].stage.buffered[7]	in_data[7]	0.49	1
min reg2reg	genblk1[1].stage.buffered[3]	genblk1[0].stage.buffered[3]	0.57	1
max	out_data[6]	genblk1[0].stage.buffer_valid	-0.04	6
==> cell usage after synthesis <==
master	number
maj3_1	1
nand2_1	3
or3_1	1
buf_6	1
dfxtp_1	3
inv_1	2
o21ai_0	2
buf_2	1
nor3_1	1
clkbuf_1	1
a21oi_1	3
and2_1	1
and3b_1	1
edfxtp_1	24
mux2_2	12
nor2_1	3
mux2_4	12
==> sequential cells by signal, summed over array words and instances (netlist names) <==
| register | cells |
|---|---|
| genblk1.stage.buffer_valid | 3 |
| genblk1.stage.buffered | 24 |
==> logic make-up (layout without fill, tap and decap cells) <==
kind of cell | count (synthesis) | after routing | synth area share, %
AOI/OAI and AO/OA | 5 | 5 | 2.072
adders and majority gates | 1 | 1 | 0.8290
buffers and inverters | 5 | 42 | 2.279
DFF | 27 | 27 | 64.66
muxes | 24 | 24 | 26.11
and+or+nand+nor | 10 | 10 | 4.042
==> where the power goes <==
part	internal, uW	switching (uW)	leakage (uW)	total [uW]
clock	128	151	0.0000217	280
combinational	78.3	42.5	0.000402	121
sequential	594	10.4	0.000260	605
total	801	204	0.000684	1010
==> per-stage QoR <==
stage          power, uW  instances  utilization (%)  instance area, sq um
5_1_grt             1054        157            44.19                  1667
4_1_cts             1020        156            43.96                  1658
2_1_floorplan      672.5         72                -                  1207
3_5_place_dp       744.3        143            39.65                  1495
6_report            1005        157            44.19                  1667
3_3_place_gp       741.2        143            39.65                  1495
==> routing by layer <==
metal  GRT usage (%)  share of wire (%)  vias up
met4          0.5435                  0        0
met5               0                  0        -
met1           18.83                 49      336
met3           2.465                4.8        0
met2           17.14                 46       18
li1                -                  -      342
==> final cells by class <==
type | count | share of cell area (%)
Sequential cell | 27 | 47.15
Multi-Input combinational cell | 40 | 27.18
Timing Repair Buffer | 36 | 18.69
Tap cell | 48 | 3.604
Clock buffer | 3 | 2.477
Clock inverter | 1 | 0.4505
Inverter | 2 | 0.4505
==> what timing repair did <==
action	4_1_cts	5_1_grt
setup endpoints to repair	8	10
buffers inserted	9	1
gates resized	52	6
Power figures rest on the tool's default switching activity, not on a simulated workload.
