===== config.mk =====
export PLATFORM = sky130hd
export DESIGN_NAME = SB_RAM40_4KNW
export DESIGN_NICKNAME = SB_RAM40_4KNW
export VERILOG_FILES = /design/flow/design.v
export SDC_FILE = /design/flow/constraint.sdc
export NUM_CORES = 4
export LEC_CHECK = 1
export CORE_UTILIZATION = 40

===== constraint.sdc =====
current_design SB_RAM40_4KNW

set clk_period 13.0
set clk_io_pct 0.2

create_clock -name clk0 -period $clk_period [get_ports {RCLK}]

set non_clock_inputs [all_inputs -no_clocks]
set_input_delay [expr $clk_period * $clk_io_pct] -clock clk0 $non_clock_inputs
set_output_delay [expr $clk_period * $clk_io_pct] -clock clk0 [all_outputs]

===== design.v =====
module SB_RAM40_4K (
	output [15:0] RDATA,
	input         RCLK, RCLKE, RE,
	input  [10:0] RADDR,
	input         WCLK, WCLKE, WE,
	input  [10:0] WADDR,
	input  [15:0] MASK, WDATA
);
	parameter WRITE_MODE = 0;
	parameter READ_MODE = 0;
	parameter INIT_0 = 256'h0000000000000000000000000000000000000000000000000000000000000000;
	parameter INIT_1 = 256'h0000000000000000000000000000000000000000000000000000000000000000;
	parameter INIT_2 = 256'h0000000000000000000000000000000000000000000000000000000000000000;
	parameter INIT_3 = 256'h0000000000000000000000000000000000000000000000000000000000000000;
	parameter INIT_4 = 256'h0000000000000000000000000000000000000000000000000000000000000000;
	parameter INIT_5 = 256'h0000000000000000000000000000000000000000000000000000000000000000;
	parameter INIT_6 = 256'h0000000000000000000000000000000000000000000000000000000000000000;
	parameter INIT_7 = 256'h0000000000000000000000000000000000000000000000000000000000000000;
	parameter INIT_8 = 256'h0000000000000000000000000000000000000000000000000000000000000000;
	parameter INIT_9 = 256'h0000000000000000000000000000000000000000000000000000000000000000;
	parameter INIT_A = 256'h0000000000000000000000000000000000000000000000000000000000000000;
	parameter INIT_B = 256'h0000000000000000000000000000000000000000000000000000000000000000;
	parameter INIT_C = 256'h0000000000000000000000000000000000000000000000000000000000000000;
	parameter INIT_D = 256'h0000000000000000000000000000000000000000000000000000000000000000;
	parameter INIT_E = 256'h0000000000000000000000000000000000000000000000000000000000000000;
	parameter INIT_F = 256'h0000000000000000000000000000000000000000000000000000000000000000;
	wire [15:0] WMASK_I;
	wire [15:0] RMASK_I;
	reg  [15:0] RDATA_I;
	wire [15:0] WDATA_I;
	generate
		case (WRITE_MODE)
			0: assign WMASK_I = MASK;
			1: assign WMASK_I = WADDR[   8] == 0 ? 16'b 1010_1010_1010_1010 :
			                    WADDR[   8] == 1 ? 16'b 0101_0101_0101_0101 : 16'bx;
			2: assign WMASK_I = WADDR[ 9:8] == 0 ? 16'b 1110_1110_1110_1110 :
			                    WADDR[ 9:8] == 1 ? 16'b 1101_1101_1101_1101 :
			                    WADDR[ 9:8] == 2 ? 16'b 1011_1011_1011_1011 :
			                    WADDR[ 9:8] == 3 ? 16'b 0111_0111_0111_0111 : 16'bx;
			3: assign WMASK_I = WADDR[10:8] == 0 ? 16'b 1111_1110_1111_1110 :
			                    WADDR[10:8] == 1 ? 16'b 1111_1101_1111_1101 :
			                    WADDR[10:8] == 2 ? 16'b 1111_1011_1111_1011 :
			                    WADDR[10:8] == 3 ? 16'b 1111_0111_1111_0111 :
			                    WADDR[10:8] == 4 ? 16'b 1110_1111_1110_1111 :
			                    WADDR[10:8] == 5 ? 16'b 1101_1111_1101_1111 :
			                    WADDR[10:8] == 6 ? 16'b 1011_1111_1011_1111 :
			                    WADDR[10:8] == 7 ? 16'b 0111_1111_0111_1111 : 16'bx;
		endcase
		case (READ_MODE)
			0: assign RMASK_I = 16'b 0000_0000_0000_0000;
			1: assign RMASK_I = RADDR[   8] == 0 ? 16'b 1010_1010_1010_1010 :
			                    RADDR[   8] == 1 ? 16'b 0101_0101_0101_0101 : 16'bx;
			2: assign RMASK_I = RADDR[ 9:8] == 0 ? 16'b 1110_1110_1110_1110 :
			                    RADDR[ 9:8] == 1 ? 16'b 1101_1101_1101_1101 :
			                    RADDR[ 9:8] == 2 ? 16'b 1011_1011_1011_1011 :
			                    RADDR[ 9:8] == 3 ? 16'b 0111_0111_0111_0111 : 16'bx;
			3: assign RMASK_I = RADDR[10:8] == 0 ? 16'b 1111_1110_1111_1110 :
			                    RADDR[10:8] == 1 ? 16'b 1111_1101_1111_1101 :
			                    RADDR[10:8] == 2 ? 16'b 1111_1011_1111_1011 :
			                    RADDR[10:8] == 3 ? 16'b 1111_0111_1111_0111 :
			                    RADDR[10:8] == 4 ? 16'b 1110_1111_1110_1111 :
			                    RADDR[10:8] == 5 ? 16'b 1101_1111_1101_1111 :
			                    RADDR[10:8] == 6 ? 16'b 1011_1111_1011_1111 :
			                    RADDR[10:8] == 7 ? 16'b 0111_1111_0111_1111 : 16'bx;
		endcase
		case (WRITE_MODE)
			0: assign WDATA_I = WDATA;
			1: assign WDATA_I = {WDATA[14], WDATA[14], WDATA[12], WDATA[12],
			                     WDATA[10], WDATA[10], WDATA[ 8], WDATA[ 8],
			                     WDATA[ 6], WDATA[ 6], WDATA[ 4], WDATA[ 4],
			                     WDATA[ 2], WDATA[ 2], WDATA[ 0], WDATA[ 0]};
			2: assign WDATA_I = {WDATA[13], WDATA[13], WDATA[13], WDATA[13],
			                     WDATA[ 9], WDATA[ 9], WDATA[ 9], WDATA[ 9],
			                     WDATA[ 5], WDATA[ 5], WDATA[ 5], WDATA[ 5],
			                     WDATA[ 1], WDATA[ 1], WDATA[ 1], WDATA[ 1]};
			3: assign WDATA_I = {WDATA[11], WDATA[11], WDATA[11], WDATA[11],
			                     WDATA[11], WDATA[11], WDATA[11], WDATA[11],
			                     WDATA[ 3], WDATA[ 3], WDATA[ 3], WDATA[ 3],
			                     WDATA[ 3], WDATA[ 3], WDATA[ 3], WDATA[ 3]};
		endcase
		case (READ_MODE)
			0: assign RDATA = RDATA_I;
			1: assign RDATA = {1'b0, |RDATA_I[15:14], 1'b0, |RDATA_I[13:12], 1'b0, |RDATA_I[11:10], 1'b0, |RDATA_I[ 9: 8],
			                   1'b0, |RDATA_I[ 7: 6], 1'b0, |RDATA_I[ 5: 4], 1'b0, |RDATA_I[ 3: 2], 1'b0, |RDATA_I[ 1: 0]};
			2: assign RDATA = {2'b0, |RDATA_I[15:12], 3'b0, |RDATA_I[11: 8], 3'b0, |RDATA_I[ 7: 4], 3'b0, |RDATA_I[ 3: 0], 1'b0};
			3: assign RDATA = {4'b0, |RDATA_I[15: 8], 7'b0, |RDATA_I[ 7: 0], 3'b0};
		endcase
	endgenerate
	integer i;
	reg [15:0] memory [0:255];
	initial begin
		for (i=0; i<16; i=i+1) begin
			memory[ 0*16 + i] <= INIT_0[16*i +: 16];
			memory[ 1*16 + i] <= INIT_1[16*i +: 16];
			memory[ 2*16 + i] <= INIT_2[16*i +: 16];
			memory[ 3*16 + i] <= INIT_3[16*i +: 16];
			memory[ 4*16 + i] <= INIT_4[16*i +: 16];
			memory[ 5*16 + i] <= INIT_5[16*i +: 16];
			memory[ 6*16 + i] <= INIT_6[16*i +: 16];
			memory[ 7*16 + i] <= INIT_7[16*i +: 16];
			memory[ 8*16 + i] <= INIT_8[16*i +: 16];
			memory[ 9*16 + i] <= INIT_9[16*i +: 16];
			memory[10*16 + i] <= INIT_A[16*i +: 16];
			memory[11*16 + i] <= INIT_B[16*i +: 16];
			memory[12*16 + i] <= INIT_C[16*i +: 16];
			memory[13*16 + i] <= INIT_D[16*i +: 16];
			memory[14*16 + i] <= INIT_E[16*i +: 16];
			memory[15*16 + i] <= INIT_F[16*i +: 16];
		end
	end
	always @(posedge WCLK) begin
		if (WE && WCLKE) begin
			if (!WMASK_I[ 0]) memory[WADDR[7:0]][ 0] <= WDATA_I[ 0];
			if (!WMASK_I[ 1]) memory[WADDR[7:0]][ 1] <= WDATA_I[ 1];
			if (!WMASK_I[ 2]) memory[WADDR[7:0]][ 2] <= WDATA_I[ 2];
			if (!WMASK_I[ 3]) memory[WADDR[7:0]][ 3] <= WDATA_I[ 3];
			if (!WMASK_I[ 4]) memory[WADDR[7:0]][ 4] <= WDATA_I[ 4];
			if (!WMASK_I[ 5]) memory[WADDR[7:0]][ 5] <= WDATA_I[ 5];
			if (!WMASK_I[ 6]) memory[WADDR[7:0]][ 6] <= WDATA_I[ 6];
			if (!WMASK_I[ 7]) memory[WADDR[7:0]][ 7] <= WDATA_I[ 7];
			if (!WMASK_I[ 8]) memory[WADDR[7:0]][ 8] <= WDATA_I[ 8];
			if (!WMASK_I[ 9]) memory[WADDR[7:0]][ 9] <= WDATA_I[ 9];
			if (!WMASK_I[10]) memory[WADDR[7:0]][10] <= WDATA_I[10];
			if (!WMASK_I[11]) memory[WADDR[7:0]][11] <= WDATA_I[11];
			if (!WMASK_I[12]) memory[WADDR[7:0]][12] <= WDATA_I[12];
			if (!WMASK_I[13]) memory[WADDR[7:0]][13] <= WDATA_I[13];
			if (!WMASK_I[14]) memory[WADDR[7:0]][14] <= WDATA_I[14];
			if (!WMASK_I[15]) memory[WADDR[7:0]][15] <= WDATA_I[15];
		end
	end
	always @(posedge RCLK) begin
		if (RE && RCLKE) begin
			RDATA_I <= memory[RADDR[7:0]] & ~RMASK_I;
		end
	end
endmodule
module SB_RAM40_4KNR (
	output [15:0] RDATA,
	input         RCLKN, RCLKE, RE,
	input  [10:0] RADDR,
	input         WCLK, WCLKE, WE,
	input  [10:0] WADDR,
	input  [15:0] MASK, WDATA
);
	parameter WRITE_MODE = 0;
	parameter READ_MODE = 0;
	parameter INIT_0 = 256'h0000000000000000000000000000000000000000000000000000000000000000;
	parameter INIT_1 = 256'h0000000000000000000000000000000000000000000000000000000000000000;
	parameter INIT_2 = 256'h0000000000000000000000000000000000000000000000000000000000000000;
	parameter INIT_3 = 256'h0000000000000000000000000000000000000000000000000000000000000000;
	parameter INIT_4 = 256'h0000000000000000000000000000000000000000000000000000000000000000;
	parameter INIT_5 = 256'h0000000000000000000000000000000000000000000000000000000000000000;
	parameter INIT_6 = 256'h0000000000000000000000000000000000000000000000000000000000000000;
	parameter INIT_7 = 256'h0000000000000000000000000000000000000000000000000000000000000000;
	parameter INIT_8 = 256'h0000000000000000000000000000000000000000000000000000000000000000;
	parameter INIT_9 = 256'h0000000000000000000000000000000000000000000000000000000000000000;
	parameter INIT_A = 256'h0000000000000000000000000000000000000000000000000000000000000000;
	parameter INIT_B = 256'h0000000000000000000000000000000000000000000000000000000000000000;
	parameter INIT_C = 256'h0000000000000000000000000000000000000000000000000000000000000000;
	parameter INIT_D = 256'h0000000000000000000000000000000000000000000000000000000000000000;
	parameter INIT_E = 256'h0000000000000000000000000000000000000000000000000000000000000000;
	parameter INIT_F = 256'h0000000000000000000000000000000000000000000000000000000000000000;
	SB_RAM40_4K #(
		.WRITE_MODE(WRITE_MODE),
		.READ_MODE (READ_MODE ),
		.INIT_0    (INIT_0    ),
		.INIT_1    (INIT_1    ),
		.INIT_2    (INIT_2    ),
		.INIT_3    (INIT_3    ),
		.INIT_4    (INIT_4    ),
		.INIT_5    (INIT_5    ),
		.INIT_6    (INIT_6    ),
		.INIT_7    (INIT_7    ),
		.INIT_8    (INIT_8    ),
		.INIT_9    (INIT_9    ),
		.INIT_A    (INIT_A    ),
		.INIT_B    (INIT_B    ),
		.INIT_C    (INIT_C    ),
		.INIT_D    (INIT_D    ),
		.INIT_E    (INIT_E    ),
		.INIT_F    (INIT_F    )
	) RAM (
		.RDATA(RDATA),
		.RCLK (~RCLKN),
		.RCLKE(RCLKE),
		.RE   (RE   ),
		.RADDR(RADDR),
		.WCLK (WCLK ),
		.WCLKE(WCLKE),
		.WE   (WE   ),
		.WADDR(WADDR),
		.MASK (MASK ),
		.WDATA(WDATA)
	);
endmodule
module SB_RAM40_4KNW (
	output [15:0] RDATA,
	input         RCLK, RCLKE, RE,
	input  [10:0] RADDR,
	input         WCLKN, WCLKE, WE,
	input  [10:0] WADDR,
	input  [15:0] MASK, WDATA
);
	parameter WRITE_MODE = 0;
	parameter READ_MODE = 0;
	parameter INIT_0 = 256'h0000000000000000000000000000000000000000000000000000000000000000;
	parameter INIT_1 = 256'h0000000000000000000000000000000000000000000000000000000000000000;
	parameter INIT_2 = 256'h0000000000000000000000000000000000000000000000000000000000000000;
	parameter INIT_3 = 256'h0000000000000000000000000000000000000000000000000000000000000000;
	parameter INIT_4 = 256'h0000000000000000000000000000000000000000000000000000000000000000;
	parameter INIT_5 = 256'h0000000000000000000000000000000000000000000000000000000000000000;
	parameter INIT_6 = 256'h0000000000000000000000000000000000000000000000000000000000000000;
	parameter INIT_7 = 256'h0000000000000000000000000000000000000000000000000000000000000000;
	parameter INIT_8 = 256'h0000000000000000000000000000000000000000000000000000000000000000;
	parameter INIT_9 = 256'h0000000000000000000000000000000000000000000000000000000000000000;
	parameter INIT_A = 256'h0000000000000000000000000000000000000000000000000000000000000000;
	parameter INIT_B = 256'h0000000000000000000000000000000000000000000000000000000000000000;
	parameter INIT_C = 256'h0000000000000000000000000000000000000000000000000000000000000000;
	parameter INIT_D = 256'h0000000000000000000000000000000000000000000000000000000000000000;
	parameter INIT_E = 256'h0000000000000000000000000000000000000000000000000000000000000000;
	parameter INIT_F = 256'h0000000000000000000000000000000000000000000000000000000000000000;
	SB_RAM40_4K #(
		.WRITE_MODE(WRITE_MODE),
		.READ_MODE (READ_MODE ),
		.INIT_0    (INIT_0    ),
		.INIT_1    (INIT_1    ),
		.INIT_2    (INIT_2    ),
		.INIT_3    (INIT_3    ),
		.INIT_4    (INIT_4    ),
		.INIT_5    (INIT_5    ),
		.INIT_6    (INIT_6    ),
		.INIT_7    (INIT_7    ),
		.INIT_8    (INIT_8    ),
		.INIT_9    (INIT_9    ),
		.INIT_A    (INIT_A    ),
		.INIT_B    (INIT_B    ),
		.INIT_C    (INIT_C    ),
		.INIT_D    (INIT_D    ),
		.INIT_E    (INIT_E    ),
		.INIT_F    (INIT_F    )
	) RAM (
		.RDATA(RDATA),
		.RCLK (RCLK ),
		.RCLKE(RCLKE),
		.RE   (RE   ),
		.RADDR(RADDR),
		.WCLK (~WCLKN),
		.WCLKE(WCLKE),
		.WE   (WE   ),
		.WADDR(WADDR),
		.MASK (MASK ),
		.WDATA(WDATA)
	);
endmodule
module SB_RAM40_4KNRNW (
	output [15:0] RDATA,
	input         RCLKN, RCLKE, RE,
	input  [10:0] RADDR,
	input         WCLKN, WCLKE, WE,
	input  [10:0] WADDR,
	input  [15:0] MASK, WDATA
);
	parameter WRITE_MODE = 0;
	parameter READ_MODE = 0;
	parameter INIT_0 = 256'h0000000000000000000000000000000000000000000000000000000000000000;
	parameter INIT_1 = 256'h0000000000000000000000000000000000000000000000000000000000000000;
	parameter INIT_2 = 256'h0000000000000000000000000000000000000000000000000000000000000000;
	parameter INIT_3 = 256'h0000000000000000000000000000000000000000000000000000000000000000;
	parameter INIT_4 = 256'h0000000000000000000000000000000000000000000000000000000000000000;
	parameter INIT_5 = 256'h0000000000000000000000000000000000000000000000000000000000000000;
	parameter INIT_6 = 256'h0000000000000000000000000000000000000000000000000000000000000000;
	parameter INIT_7 = 256'h0000000000000000000000000000000000000000000000000000000000000000;
	parameter INIT_8 = 256'h0000000000000000000000000000000000000000000000000000000000000000;
	parameter INIT_9 = 256'h0000000000000000000000000000000000000000000000000000000000000000;
	parameter INIT_A = 256'h0000000000000000000000000000000000000000000000000000000000000000;
	parameter INIT_B = 256'h0000000000000000000000000000000000000000000000000000000000000000;
	parameter INIT_C = 256'h0000000000000000000000000000000000000000000000000000000000000000;
	parameter INIT_D = 256'h0000000000000000000000000000000000000000000000000000000000000000;
	parameter INIT_E = 256'h0000000000000000000000000000000000000000000000000000000000000000;
	parameter INIT_F = 256'h0000000000000000000000000000000000000000000000000000000000000000;
	SB_RAM40_4K #(
		.WRITE_MODE(WRITE_MODE),
		.READ_MODE (READ_MODE ),
		.INIT_0    (INIT_0    ),
		.INIT_1    (INIT_1    ),
		.INIT_2    (INIT_2    ),
		.INIT_3    (INIT_3    ),
		.INIT_4    (INIT_4    ),
		.INIT_5    (INIT_5    ),
		.INIT_6    (INIT_6    ),
		.INIT_7    (INIT_7    ),
		.INIT_8    (INIT_8    ),
		.INIT_9    (INIT_9    ),
		.INIT_A    (INIT_A    ),
		.INIT_B    (INIT_B    ),
		.INIT_C    (INIT_C    ),
		.INIT_D    (INIT_D    ),
		.INIT_E    (INIT_E    ),
		.INIT_F    (INIT_F    )
	) RAM (
		.RDATA(RDATA),
		.RCLK (~RCLKN),
		.RCLKE(RCLKE),
		.RE   (RE   ),
		.RADDR(RADDR),
		.WCLK (~WCLKN),
		.WCLKE(WCLKE),
		.WE   (WE   ),
		.WADDR(WADDR),
		.MASK (MASK ),
		.WDATA(WDATA)
	);
endmodule

===== run.sh =====
#!/bin/bash
# OpenROAD 26Q1-2900-gdf79404cd8, Yosys 0.63+post, stock flow scripts
make -C /OpenROAD-flow-scripts/flow DESIGN_CONFIG=/design/flow/config.mk WORK_HOME=/design/flow/orfs finish

==> impl_metrics.py <==
# Auto-generated metrics
metrics = {
    "outcome": {
        "status": "completed",
    },
    "hold_path": {
        "whs_path_depth": 3,
        "min_from": "RCLKE",
        "min_to": "RAM.RDATA_I[9]",
        "hold_class": "input pin to flop",
    },
    "logic_synthesis": {
        "syn_area_um2": 177000,
        "yosys.cell_types.count": 57,
        "synth_top_cell_by_area": "edfxtp_1",
        "postSynthSeqShare": 0.699,
        "postSynthCellCount": 12135,
        "ys_area_um2": 177000,
        "synth_top_area_share": 0.699,
        "flop_cell": "edfxtp_1",
        "edf_count": 4112,
        "ys_cells": 12135,
        "ys_warn_count": 1,
        "synth.area.top_cells": "edfxtp_1 (70%), mux4_2 (10%), nor2_1 (8.8%), mux2i_1 (3.7%), clkbuf_1 (1.9%)",
        "ys_ff": 4112,
        "async_flop_share": 0,
        "avgSynthCellArea_um2": 14.6,
    },
    "power_and_ir_drop": {
        "p_per_area_nw_per_um2": 15.0,
        "peakVddDrop_uv": 27.7,
        "finalPower_w": 0.00276,
        "p_leak_nw": 53.6,
    },
    "run": {
        "cap_violations": 0,
        "openroad.warnings": 159,
    },
    "critical_path": {
        "critPathCaptureType": "flop",
        "path_max_fanout": 69,
        "cp.arrival_ns": 7.76,
        "cp-start-kind": "input pin",
        "crit_type": "input pin to flop",
        "cp.required_ns": 13.01,
    },
    "clocking": {
        "cts_tree": "yes",
        "clock-root-buffer": "clkbuf_16",
        "post_cts_resized": 0,
        "clock_path_buffers": 2,
        "htreeDepth": 1,
        "ctsHoldBuffers": 0,
        "postCtsSetupRepairBufs": 0,
        "numCtsBuffers": 3,
        "clk_pin_slew_ns": 0.05,
    },
    "placement": {
        "place_congestion": 0.873,
        "hpwlAfterDp_mm": 298,
        "io_buffers": 69,
        "pre_cts_slack_ns": 5.02,
        "placed_cells": 17407,
    },
    "drt": {
        "wirelength_mm": 465,
        "drc_errors": 0,
        "drt-wirelength-per-cell_um": 26.7,
        "drt.antenna.violating_nets": 0,
        "via_count": 98669,
        "first_pass_iters": 6,
        "vias_per_cell": 5.66,
        "drt_iter0_drc": 6723,
    },
    "cells_and_area": {
        "layout-area-overhead-vs-synth_pct": 3.94,
        "utilization": 0.418,
        "lay_top_count": "nor2_1",
        "lay_top_cells": "nor2_1 (4115), edfxtp_1 (4112), mux4_2 (787)",
        "final_cells": 17425,
        "layout-drive-gt1-share": 0.120,
    },
    "die": {
        "fp_util": 0.403,
        "num_rows": 243,
        "num_io_pins": 76,
        "die_h_um": 667,
        "die_x_um": 667,
        "dieArea_um2": 445000,
        "core_area_um2": 439000,
    },
    "timing": {
        "untimed_endpoints": 8192,
        "period_used_share": 0.596,
        "rsz0062_at_grt": "no",
        "slew_violations": 0,
        "setup_tns_ns": 0,
        "max_freq_ghz": 0.129,
        "unclocked_pins": 4096,
        "layout_min_cycle_time_ns": 7.75,
        "finalSetupViolations": 0,
        "hold_viol": 0,
        "setup_ws_ns": 5.25,
        "worst_pin_slew_ns": 1.06,
        "max_slew_margin": 0.291,
    },
    "global_routing": {
        "antenna_found_initial": 16,
        "grt_usage": 0.227,
        "grt_max_degree": 242,
        "grt_pass1_vias": 101827,
        "grt_pass1_wl_mm": 670,
        "grt_overflow": 0,
    },
}
cell usage after synthesis, drive strengths merged, types with 3 or more instances:
| cell | number |
|---|---|
| o21ai | 32 |
| mux4 | 787 |
| nor2b | 3 |
| buf | 250 |
| o32ai | 14 |
| mux2i | 651 |
| a22oi | 8 |
| nand2 | 291 |
| clkbuf | 913 |
| nand4 | 17 |
| a22o | 30 |
| o221ai | 309 |
| nor3 | 91 |
| o22ai | 147 |
| nor4 | 21 |
| a211oi | 5 |
| nor2 | 4125 |
| inv | 3 |
| or3 | 4 |
| a221oi | 14 |
| nand2b | 15 |
| edfxtp | 4112 |
| or2 | 17 |
| mux2 | 29 |
| and2 | 3 |
| a21oi | 197 |
| o31ai | 13 |
| nand3 | 8 |
worst max-delay path by stage:
stage	from	to	slack, ns	depth (start not counted)
4_1_cts	RADDR[1]	RAM.RDATA_I[0]	5.27	10
5_1_grt	RADDR[1]	RAM.RDATA_I[3]	5.12	12
6_report	RADDR[1]	RAM.RDATA_I[0]	5.25	10
final cells by class:
type	instances	area (um^2)
diodes	14	35.0
clock buffers	3	75.1
clock inverters	1	3.75
fillers	38009	255000
inverters	4	35.0
multi-input cells	6856	48100
flip-flops and latches	4112	123000
well taps	5880	7360
repair buffers	555	4650
registers in the layout (all words and copies together), names as in the netlist:
signal       count
RAM.memory    4096
RAM.RDATA_I     16
metrics by stage:
step / hold slack [ns] / cell area, um^2
3_3_place_gp: 3.54 / 184000
6_report: 3.30 / 184000
2_1_floorplan: 2.87 / 177000
5_1_grt: 3.34 / 184000
3_5_place_dp: 3.54 / 184000
4_1_cts: 3.31 / 184000
kinds of logic (layout without fill, tap and decap cells):
group                  Yosys count  count (layout)  share of synthesized area
AND-OR/OR-AND                  782             782                     0.0316
buffers and inverters         1167             563                     0.0307
flip-flops                    4112            4112                      0.699
multiplexers                  1467            1467                      0.139
other                            0              14                          0
AND/OR/NAND/NOR               4607            4607                      0.100
layer usage:
metal	global-route usage	part of all wire	vias up	routed length, um
met4	0.0607	0.035	27	16300
met5	0.0148	0.0020	-	912
li1	-	-	43205	-
met3	0.176	0.18	454	82600
met1	0.262	0.32	49210	150000
met2	0.334	0.46	5773	215000
report_power, final:
part	internal [W]	leakage [nW]	total (W)	switching (W)
logic	0.000469	16.7	0.00168	0.00121
clock network	0.0000407	0.0386	0.0000588	0.0000181
registers	0.00101	37.0	0.00102	0.00000936
total	0.00152	53.6	0.00276	0.00124
worst max-delay path, cell delays in order:
cell and delay (ns):
buf_8 0.44, buf_4 0.57, buf_4 0.53, buf_4 0.64, buf_4 0.60, mux4_2 0.32
o22ai_1 0.07, a21oi_1 0.49, nand4_1 0.69, nor4_1 0.59
Power and IR drop assume default switching activity.
